===== /design/flow/design.v =====
`timescale 10ps/1ps
module _24_decoder (
input logic [1:0] in,  
input logic en,		  
output logic [3:0] y	  
);
	logic in1_not, in0_not;
	not #(5) (in0_not, in[0]);	 
	not #(5) (in1_not, in[1]);
	and #(5) (y[0], in0_not, in1_not, en);	 
	and #(5) (y[1], in[0], in1_not, en);
	and #(5) (y[2], in0_not, in[1], en);
	and #(5) (y[3], in[0], in[1], en);
endmodule
module _24_decoder_testbench ();  
	logic [1:0] in;
	logic [3:0] y;
	logic en;
	_24_decoder dut (.in, .en, .y);
	initial begin  
		en = 0;		#30;
		en = 1; 		#30;
		in = 2'b00; #30;
		in	= 2'b01;	#30;
		in = 2'b10; #30;
		in = 2'b11; #30;
	end 
endmodule
`timescale 10ps/1ps
module _38_decoder (
input logic [2:0] in,  
input logic en,		  
output logic [7:0] y	  
);
	logic in0_not, in1_not, in2_not;
	not #(5) (in0_not, in[0]); 	 
	not #(5) (in1_not, in[1]);		
	not #(5) (in2_not, in[2]);
	and #(5) (y[0], in0_not, in1_not, in2_not, en);	 
	and #(5) (y[1], in[0], in1_not, in2_not, en);
	and #(5) (y[2], in0_not, in[1], in2_not, en);
	and #(5) (y[3], in[0], in[1], in2_not, en);
	and #(5) (y[4], in0_not, in1_not, in[2], en);
	and #(5) (y[5], in[0], in1_not, in[2], en);
	and #(5) (y[6], in0_not, in[1], in[2], en);
	and #(5) (y[7], in[0], in[1], in[2], en);
endmodule
module _38_decoder_testbench ();  
	logic [2:0] in;
	logic [7:0] y;
	logic en;
	_38_decoder dut (.in, .en, .y);
	initial begin  
		en = 0;		#30;
		en = 1;		#30;
		in = 3'b000; #30;
		in	= 3'b001; #30;
		in = 3'b010; #30;
		in = 3'b011; #30;
		in = 3'b100; #30;
		in	= 3'b101; #30;
		in = 3'b110; #30;
		in = 3'b111; #30;
						 #30;
	end 
endmodule
`timescale 10ps/1ps
module big_decoder (
input logic [4:0] in,  
input logic en, 		  
output logic [31:0] y  
);
	logic [3:0] twofouroutput;
	_24_decoder dec_selector(.in(in[4:3]), .y(twofouroutput), .en(en));  
	_38_decoder lower_8 (.in(in[2:0]), .en(twofouroutput[0]), .y(y[7:0]));  
	_38_decoder lowMid_8(.in(in[2:0]), .en(twofouroutput[1]), .y(y[15:8]));  
	_38_decoder topmid_8(.in(in[2:0]), .en(twofouroutput[2]), .y(y[23:16]));  
	_38_decoder top_8 (.in(in[2:0]), .en(twofouroutput[3]), .y(y[31:24]));  
endmodule
module big_decoder_testbench ();
	logic [4:0] in;
	logic [31:0] y;
	logic en;
	big_decoder dut (.in, .en, .y);
	initial begin  
		en = 1;              #300;
		for (int i = 0; i <32; i++) begin  
			{in} = i;			#300;
		end
	end
endmodule

===== /design/flow/constraint.sdc =====
current_design big_decoder

set clk_period 1.1
set clk_io_pct 0.2

create_clock -name clk0 -period $clk_period

set non_clock_inputs [all_inputs -no_clocks]
set_input_delay [expr $clk_period * $clk_io_pct] -clock clk0 $non_clock_inputs
set_output_delay [expr $clk_period * $clk_io_pct] -clock clk0 [all_outputs]

===== /design/flow/run.sh =====
#!/bin/bash
# OpenROAD 26Q1-2900-gdf79404cd8, Yosys 0.63+post, stock flow scripts
make -C /OpenROAD-flow-scripts/flow DESIGN_CONFIG=/design/flow/config.mk WORK_HOME=/design/flow/orfs finish

===== /design/flow/config.mk =====
export PLATFORM = sky130hd
export DESIGN_NAME = big_decoder
export DESIGN_NICKNAME = big_decoder
export VERILOG_FILES = /design/flow/design.v
export SDC_FILE = /design/flow/constraint.sdc
export NUM_CORES = 4
export LEC_CHECK = 1
export CORE_AREA = 10 10 70 70
export DIE_AREA = 0 0 80 80

==> reports/summary.txt <==
Residual DRC: 0
Pwr Total: 0.000226 W
DR iter-0 viols: 8
crit end category: output port
Yosys chip area: 230 um^2
Total GRT Usage: 5.85%
Initial Util: 6.74%
PD cells: 243 nW/um^2
sequential cell area: 0 um^2
comb area leader: simple AND/OR/NAND/NOR gates
synth warn: 0
core area: 3420 um^2
OpenROAD warnings: 34
AND/OR/NAND/NOR Cells, Area Fraction: 95.1%
largest net degree at the start of global routing: 9
crit path DAT: 1.17 ns
crit-path max FO: 3
Mapped Cells: 47
DIE HEIGHT: 80 um
Total Wirelength: 2000 um
failing checks: negative setup slack
site row count: 21
Port Buf Inserts: 38
DR vias/cell: 3.60
die area: 6400 um^2
Mean Syn Cell Area: 4.90 um^2
number of diodes: 0
xor/xnor share of the synthesized area: 0%
cell area after synthesis: 230 um^2
ao+oa area frac: 0%
wire per inst: 13.1 um
Hold WC Path Type: in2out
clkbuf count: 0
Final HPWL DP: 1350 um
initial antenna violation count: 0
die extent in x: 80 um
result of the run: complete, but fails checks
Slew HR: 83.8%
Hold Vio Cnt, Final: 0
area fraction in mux cells: 0%
sequential area share after synthesis: 0%
Overflow after GRT: 0
kind of critical path: in2out
fa+ha+maj area frac: 0%
Max Slew Vio Count: 0
IO Count: 38
vias in the first global route: 553
Worst IR Drop VDD: 61.6 uV
Placer Congestion: 0.743
Max Cap Viol: 0
layout cells sized above 1: 76.6%
ys cells: 47
final antenna-violating net count: 0
FF+latch count: 0
vias: 551
first-pass GRT wire length: 3080 um
Fmax: 0.718 GHz
worst slew pin tran: 0.241 ns
Netlist cell types: 9
fin crit share: 127%
worst setup margin: -0.293 ns
WP data required: 0.88 ns
TritonRoute pass-1 iters: 4
Startpoint Class: input pin
Final min period: 1.39 ns
number of fill cells in the layout: 343
area of placed instances: 687 um^2
final setup vio count: 30
area grow syn2layout: 303%
Lkg Pwr: 0.451 nW
RSZ-0062 raised after global routing: true
Design Area, Final: 927 um^2
WHS Path Cells: 4
==> worst max-delay path, cell delays in order <==
cell	delay (ns)
buf_6	0.10
or4b_4	0.55
buf_6	0.15
nor2_2	0.06
buf_2	0.10
==> synthesized netlist by cell type <==
library cell / count / area [um^2]
clkbuf_1: 3 / 11.3
nand2_1: 1 / 3.75
nand2b_1: 2 / 12.5
nand4_1: 1 / 6.26
nand4b_1: 3 / 26.3
nand4bb_1: 3 / 33.8
nor2_1: 32 / 120
or2_2: 1 / 6.26
or4b_1: 1 / 10.0
==> per-layer routing <==
metal | track usage, % | wire, um | vias to the layer above
li1 | - | - | 274
met1 | 6.94 | 860 | 260
met2 | 11.0 | 984 | 17
met3 | 1.25 | 152 | 0
met4 | 0 | 0 | 0
met5 | 0 | 0 | -
==> cells in the final DEF, fill, tap and decap left out <==
master	netlist	layout
buf_6	0	21
nor2_4	0	6
buf_8	0	3
buf_4	0	6
or4b_4	0	1
nand4_1	1	1
nand2b_4	0	2
or2_4	0	1
buf_12	0	1
nand4b_1	3	3
nand4bb_4	0	3
nor2_2	0	7
clkdlybuf4s15_1	0	1
nand2_2	0	1
buf_2	0	30
nor2_1	32	19
dlygate4sd2_1	0	1
==> power by group <==
part	switching (W)	internal [W]
Combinational	0.0000929	0.000133
Clock	0	0
Sequential	0	0
==> layout make-up <==
cell class	instances	area, um^2	share of cell area, %
timing repair buffer	63	515	55.6
tap	46	57.6	6.21
multi-input combinational	44	354	38.2
==> logic make-up (layout without fill, tap and decap cells) <==
family                 after synthesis  after routing
AND/OR/NAND/NOR                     44             44
buffers and inverters                3             63
==> worst paths after layout <==
kind	start	endpoint	slack, ns
worst min-delay path	in[3]	y[3]	0.79
worst max-delay path	in[2]	y[2]	-0.29
==> metrics by stage <==
stage	hold slack [ns]	instances	utilization, %	setup WS (ns)	TNS (ns)
4_1_cts	0.774	149	24.2	-0.300	-3.37
3_5_place_dp	1.53	132	20.1	-0.957	-25.95
6_report	0.786	153	27.1	-0.293	-3.40
3_3_place_gp	1.53	132	20.1	-0.945	-25.58
2_1_floorplan	0.565	47	-	0.0244	0
5_1_grt	0.805	153	27.1	-0.311	-5.21
==> repair_timing <==
action | CTS | global route
endpoints found under the setup margin | 32 | 32
resized | 158 | 17
buffers inserted | 17 | 4
pin swaps | 39 | 29
hold buffers | 0 | 0
Power and IR drop assume default switching activity.
